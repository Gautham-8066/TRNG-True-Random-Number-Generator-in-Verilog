--- ./design.v ---
module clk_divider(
    input  wire clk_in,
    output reg clk_out
    );
    parameter Divider = 2083333;
    reg [$clog2(Divider)-1:0] count =0;
    reg reset =1;
    always @(posedge clk_in)begin
      if (reset ==1)begin 
        reset <= 0;
        clk_out<= 0;
        count<= 0;
      end
      else begin
       if (count==Divider)begin
        clk_out=~clk_out;
        count<= 0;
       end
       else begin
        count<= count+1;
       end
      end
    end
endmodule
--- ./run.sh ---
#!/bin/bash
# OpenROAD 26Q1-2900-gdf79404cd8, Yosys 0.63+post, stock flow scripts
make -C /OpenROAD-flow-scripts/flow DESIGN_CONFIG=/design/flow/config.mk WORK_HOME=/design/flow/orfs finish
--- ./config.mk ---
export PLATFORM = sky130hd
export DESIGN_NAME = clk_divider
export DESIGN_NICKNAME = clk_divider
export VERILOG_FILES = /design/flow/design.v
export SDC_FILE = /design/flow/constraint.sdc
export NUM_CORES = 4
export LEC_CHECK = 1
export CORE_AREA = 10 10 82 82
export DIE_AREA = 0 0 92 92
--- ./constraint.sdc ---
current_design clk_divider

set clk_period 2.6
set clk_io_pct 0.2

create_clock -name clk0 -period $clk_period [get_ports {clk_in}]

set non_clock_inputs [all_inputs -no_clocks]
set_input_delay [expr $clk_period * $clk_io_pct] -clock clk0 $non_clock_inputs
set_output_delay [expr $clk_period * $clk_io_pct] -clock clk0 [all_outputs]
==> impl_metrics.ini <==
; physical design summary
[outcome]
status = finished clean

[cts]
cts_hold_buf = 0
cts.repair.resized = 0
cts_buffers = 3
cts_sinks = 23
cts_buffer_depth = 2
cts_setup_buffers = 0
clkTransAtPathRegs_ns = 0.08
cts_root_buffer = clkbuf_8
htreeDepth = 1
clkLatencyLatePin_ns = 0.26
cts_tree = done

[final_timing]
finalHoldViolCount = 0
fin_crit_sh = 0.721
worst_clock_skew_ns = 0.00626
fmax_mhz = 534
period_needed_ns = 1.87
drv_slew = 0
rsz0062_at_grt = no
tns_ns = 0
finalSetupViolCount = 0

[final_layout]
drive_gt1_frac = 0.0880
area_growth_syn_to_layout_pct = 11.5
final_cells = 195

[synthesis]
edf_count = 0
synth_cells = 123
ys_area_sq_um = 1100
yosys.stat.seqShare = 0.420
ys_cells = 123
top_area_cell = dfxtp_1
synth_cell_types = 30
syn_area_per_cell_sq_um = 8.91
ys.flops = 23
yosysTopAreaCellShare = 0.420
syn_area_sq_um = 1100
area_leaders = dfxtp_1 42%, xor2_1 5.6%, nor2_1 5.5%
async_flop_share = 0
ff_type = dfxtp_1
yosys_warnings = 1

[power]
powerDensity_nw_per_um2 = 490
p_leak_nw = 0.369
max-vdd-ir-drop_mv = 0.366

[routing]
viasPerCell = 4.33
drtAntennaViolNets = 0
met3WireLength_microns = 112
drtIter0Drc = 107
vias = 845
m1WireLength_microns = 1030
dr.pass1.iters = 4
top_layer_used = met4
routed_wl_microns = 1920
drc = 0
post_drt_wl_per_cell_microns = 9.83
route.met2.wl_microns = 763
diodes = 0

[critical_path]
critPathLaunchType = flip-flop
critPathCaptureType = flip-flop
reg2reg_depth = 5
cp.arrival_ns = 2.04
r2r_setup_slack_ns = 0.73
required_ns = 2.76
critPathMaxFanout = 6
r2r_start = count[0]
r2r_end = count[20]
path_class = flip-flop to flip-flop

[hold_path]
hold_path_end = clk_out
hold_start = clk_out
whs_path_depth = 2
hold_path_class = flip-flop to flip-flop

[global_routing]
grt_pass1_wl_microns = 3400
grt_max_degree = 14
grt_pass1_vias = 769
overflow = 0
grt.total_usage = 0.0466
antenna_found_initial = 0

[floorplanning]
core_area_sq_um = 5070
rows = 26
chip_area_sq_um = 8460
io_pins = 2
dieWidth_microns = 92
die_h_microns = 92
floorplan.core_util = 0.216

[run]
warning_count = 26
maxCapViolations = 0

[placement]
routabilityCongestion = 0.810
portBuffers = 1
placed_cells = 191
final cells by class:
cell class	count	area [sq um]
multi-input cells	94	603
clock buffers	3	41.3
well taps	70	87.6
clock inverters	1	5.00
fillers	562	3850
inverters	2	7.51
repair buffers	2	17.5
flip-flops and latches	23	460
routing by layer:
metal / vias to the layer above / GRT usage
met3: 3 / 0.0157
li1: 447 / -
met2: 16 / 0.0700
met5: - / 0
met1: 379 / 0.0657
met4: 0 / 0.00514
synthesized netlist by cell type, drive strengths merged, types with 4 or more instances:
cell type	number
or3	4
nor2	16
xnor2	5
dfxtp	23
nor4	6
and4	5
xor2	7
nand2	6
o21ai	6
nand3	11
a21oi	6
nand4	6
flip-flops by register name, indices dropped and copies added, names as in the netlist:
name and cells:
clk_out 1, count 21, reset 1
critical path: stages (launching register included):
cell	delay, ns
dfxtp_1	0.42
ha_1	0.25
nand4_1	0.26
nor4_4	0.46
mux2i_1	0.13
nor4_1	0.27
kinds of logic after synthesis:
| family | synth area share |
|---|---|
| compound gates | 0.0651 |
| fa+ha+maj | 0.0228 |
| simple gates | 0.345 |
| flops | 0.420 |
| mux | 0.0183 |
| other cells | 0.00342 |
| buf+inv | 0.0297 |
| xor+xnor | 0.0959 |
layout by cell type (no fill, tap or decap), types with 3 or more instances in the layout:
cell type | netlist | final
o21ai_0 | 6 | 6
nor4_1 | 5 | 5
a21oi_1 | 6 | 6
and4_1 | 3 | 3
dfxtp_1 | 23 | 23
xnor2_1 | 5 | 5
nand4_1 | 6 | 6
nand2_1 | 5 | 5
nand3_1 | 11 | 11
nor2_1 | 16 | 16
or3_1 | 4 | 4
clkbuf_8 | 0 | 3
xor2_1 | 7 | 7
worst max-delay path by stage:
stage	slack, ns	end	cells past startpoint	startpoint
final	0.73	count[20]	5	count[0]
after global routing	0.51	count[18]	5	count[0]
after CTS	0.73	count[20]	5	count[0]
per-stage QoR:
stage	instance area, sq um	hold slack, ns	util	power [W]	setup WS, ns
finish	1220	0.494	0.241	0.000599	0.726
global route	1220	0.537	0.241	0.000622	0.515
CTS	1220	0.495	0.241	0.000604	0.731
detailed placement	1180	0.478	0.232	0.000387	0.785
global placement	1180	0.474	0.232	0.000388	0.791
floorplan	1100	0.443	-	0.000383	1.02
where the power goes:
part           internal (W)  switching, W
sequential         0.000357    0.00000665
clock              0.000107      0.000113
combinational    0.00000649    0.00000908
total              0.000470      0.000128
Power and IR drop assume default switching activity.
